--- design/flow/design.v ---
module FIFO_RAM #(
   parameter DATA_WIDTH = 32
  ,parameter ADDR_WIDTH = 8
)
(
   input  logic clk
  ,input  logic reset  
  ,input  logic flush   
  ,input  logic fifoWr  
  ,input  logic fifoRd  
  ,output logic empty
  ,output logic full
  ,input  logic [DATA_WIDTH-1:0] din   
  ,output logic [DATA_WIDTH-1:0] dout
); 
logic [ADDR_WIDTH-1:0] writePtr;
logic [ADDR_WIDTH-1:0] readPtr;
always_ff @ (posedge clk, posedge reset) begin
      if (reset) begin
		   writePtr <= '0;
			readPtr <= '0;
		end else if (flush) begin
		   writePtr <= '0;
			readPtr <=  '0; 
		end else begin
		   if (fifoWr & ~full)
				writePtr <= writePtr + 1'b1;
			else 
			   writePtr <= writePtr;
			if (fifoRd & ~empty)
		      readPtr <= readPtr + 1'b1;
			else
			   readPtr <= readPtr;
		end
end
dualPortRAM #(
     .DATA_WIDTH(DATA_WIDTH) 
    ,.ADDR_WIDTH(ADDR_WIDTH)
)
FIFOMEM
(
   .dataIn(din)
  ,.q(dout)
  ,.clk(clk)
  ,.wren(fifoWr)
  ,.ren(fifoRd)
  ,.wraddress(writePtr)
  ,.rdaddress(readPtr)
);
logic [ADDR_WIDTH-1:0] fifoOccupancy;
always_ff @(posedge clk, posedge reset) begin
		if (reset) begin
		   fifoOccupancy <= '0;
		end else if (flush) begin
		   fifoOccupancy <= '0;
		end else begin
		    case ({fifoWr & ~full,fifoRd & ~empty})
			 2'b01: begin
			        fifoOccupancy <= fifoOccupancy - 1'b1;
			 end
			 2'b10: begin
			        fifoOccupancy <= fifoOccupancy + 1'b1;	 
			 end
			 default: begin
			        fifoOccupancy <= fifoOccupancy;	 
			 end
			 endcase		
		end
end
assign full = &fifoOccupancy;
assign empty = fifoOccupancy == '0;
endmodule
module dualPortRAM 
#(parameter DATA_WIDTH = 32, ADDR_WIDTH = 8)
(
	input logic  [DATA_WIDTH-1 : 0] dataIn,
	output logic [DATA_WIDTH-1 : 0] q, 
   input logic clk,
	input logic wren,
	input logic [ADDR_WIDTH-1 : 0]wraddress,
	input logic ren,
	input logic [ADDR_WIDTH-1 : 0]rdaddress
);
(* ram_style = "distributed" *) logic [DATA_WIDTH-1 : 0] mem [2**ADDR_WIDTH-1 : 0];
always_ff @ (posedge clk) begin
     if (wren)
	     mem[wraddress] <= dataIn;	 
end
always_ff @ (posedge clk) begin
     if (ren)
		  q <= mem[rdaddress];
end
endmodule
--- design/flow/run.sh ---
#!/bin/bash
# OpenROAD 26Q1-2900-gdf79404cd8, Yosys 0.63+post, stock flow scripts
make -C /OpenROAD-flow-scripts/flow DESIGN_CONFIG=/design/flow/config.mk WORK_HOME=/design/flow/orfs finish
--- design/flow/config.mk ---
export PLATFORM = sky130hd
export DESIGN_NAME = FIFO_RAM
export DESIGN_NICKNAME = FIFO_RAM
export VERILOG_FILES = /design/flow/design.v
export SDC_FILE = /design/flow/constraint.sdc
export NUM_CORES = 4
export LEC_CHECK = 1
export CORE_UTILIZATION = 30
export SYNTH_MEMORY_MAX_BITS = 65536
--- design/flow/constraint.sdc ---
current_design FIFO_RAM

set clk_period 171.4
set clk_io_pct 0.2

create_clock -name clk0 -period $clk_period [get_ports {clk}]

set non_clock_inputs [all_inputs -no_clocks]
set_input_delay [expr $clk_period * $clk_io_pct] -clock clk0 $non_clock_inputs
set_output_delay [expr $clk_period * $clk_io_pct] -clock clk0 [all_outputs]
==> results.txt <==
flow finished, numbers: Critical Path Source Type=flop, synthesized area=314400 um2, Compound Share, Synth=roughly 3.6%, share of layout cells above drive strength 1=27.76%, Reg2Reg Capture Point=FIFOMEM.q[31], port buffer count=70, Longest Clk Path Bufs=5, first-pass GRT wire length=1340000 um, reg2reg setup slack=~160000 ps, Setup Skew=150.5 ps, Non-Filler Instances=29559, Final Cycle Share=21.55%, DP Worst Slack=133870 ps, reg-to-reg startpoint=readPtr[0], hold path endpoint=writePtr[1], Final setup violation count=0, vias in the first global route=about 170k, HPWL Detailed=612300 um, CP Capture Type=output port, Least-Margin Pin Slew=1541 ps, hold path depth=2, clk slew on worst S/H paths=approximately 60 ps, # resized after CTS=0, Setup Buffers After CTS=0, num rows=roughly 380, Critical Path Fanout Max=6, Starting DRT DRC Count=between 10000 and 15000, HP Start=writePtr[1], DR vias=between 150k and 200k, register share after synthesis=78.74%, DRC Markers=0, vias per inst=5.164, flip-flops with a built-in enable=8224, final wirelength=978300 um, Leak=109.0 nW, dpl cells=28070, crit path kind=reg -> out, met3 wire length=212500 um, CTS tree=built, antenna violations before repair=~83, Max H-tree Level=6, top layer in use=met5, failing checks=slew limit, synth warn=2, Die H=1026 um, root buf cell=clkbuf_16, hold crit path type=reg -> reg, register bit total from synthesis=8248, Distinct lib cells used=71, Dominant comb cell=multiplexers, Max Clock Freq=27.07 MHz, largest net degree at the start of global routing=just over 90, cell count after synthesis=about 14000, post-route setup slack=134460 ps, FF-to-FF path depth=13, Total GRT Usage=19.85%, Synth async-reset ratio=0.2910%, CTS buffer count=783, routed wire length per instance=around 33 um, Pwr per Cell Area=13.39 nW/um2, simple share=0.9826%, outcome=finished with violations, Main synth FF type=edfxtp_1, hold buffer count at cts=0, area growth from synthesis to layout=15.60%, Clock Sinks=8248, Arr. time, crit path=about 2700 ps, post-route ant nets=0, Syn Area/Cell=22.66 um2, Adder-Cell Fraction of Synth Area=0.05014%, drt first pass iters=6, xor/xnor share=0.04457%, setup TNS=0 ps, max cap viols=0, Chip Area, Yosys=314400 um2, Hold Fails Final Rpt=0, max-slew violation count=1, GPL Wtd Cong=0.9446, die area=approximately 1100000 um2, # Cells Yosys=13875, Initial Utilization=30.13%, Max-slew headroom=-2.721%, Multiplexer share=around 15%, Req. time, crit path=~140000 ps, Min Clock Period, post-route=36940 ps, grt total ovfl=0, setup repair after global routing missed its margin=no, die width=~1000 um, met1 wire length=266900 um, Worst VDD drop=0.01035 mV, tool warnings=29, worst skew pair latency=between 1000 and 1500 ps, Core Region=1044000 um2, Final Util=34.83%, IO Count=between 70 and 80, routed wl met2=~440000 um
## power breakdown
part           total [mW]  switching, mW  internal (mW)  leakage [nW]
registers            2.23        0.00479           2.22          74.2
clock network        1.71          0.753          0.959          12.1
logic               0.926          0.534          0.392          22.6
## kinds of logic (layout without fill, tap and decap cells)
| logic type | count (synthesis) | count (layout) |
|---|---|---|
| muxes | 2469 | 2469 |
| xor gates and xnor gates | 16 | 16 |
| buffers and inverters | 838 | 2495 |
| DFF | 8248 | 8248 |
| other | 0 | 78 |
| AOI/OAI and AO/OA | 1573 | 1573 |
| adders and majority gates | 12 | 12 |
| and+or+nand+nor | 719 | 719 |
## per-layer routing
metal	global-route usage, %	up-vias
met5	3.446	-
met4	8.613	134
met3	19.82	1981
met2	28.34	11358
met1	18.02	77544
li1	-	61625
## metrics by stage
stage          hold WS [ps]  instance area, um2  power (mW)
5_1_grt               643.0              363300       5.008
4_1_cts               600.7              363300       4.892
3_3_place_gp          597.8              338400       3.198
3_5_place_dp          589.6              338400       3.198
2_1_floorplan         537.1              314400       2.871
6_report              596.3              363500       4.866
## worst max-delay path, stage by stage, from the launching register on
cell             delay, ps
dfrtp_1                440
nand4_1                160
nor2_1                 430
clkdlybuf4s50_1        550
## final cells by class
type | count | area, um2
inverter | 14 | 62.56
tap | 13949 | 17450
antenna | 78 | 195.2
timing repair buffer | 1071 | 8666
fill | 94545 | 680000
sequential | 8248 | 247600
clock inverter | 475 | 4514
multi-input combinational | 4789 | 64630
clock buffer | 935 | 20360
## synthesized netlist by cell type, drive strengths merged (5+ instances only)
library cell     n  share of area, %
a2111oi         24             0.067
a211o           17             0.047
a211oi          92              0.22
a21oi          289              0.46
a221o            8             0.025
a221oi         196              0.56
a22o            91              0.25
a22oi          391              0.93
a311oi           6             0.017
a31oi           20             0.040
and2             8             0.016
and3             6             0.012
buf            518               1.2
clkbuf         306              0.37
dfrtp           24              0.19
edfxtp        8224                79
ha              11             0.044
inv             13             0.016
mux2             6             0.021
mux2i          648               2.1
mux4          1815                13
nand2          182              0.22
nand2b          11             0.022
nand3           70              0.11
nand3b           5             0.012
nor2           340              0.41
nor2b           20             0.040
nor3            41             0.065
nor4            10             0.020
o2111ai          8             0.022
o211ai          39             0.093
o21a            21             0.050
o21ai          135              0.21
o221ai          60              0.17
o22ai          116              0.23
o31ai           20             0.048
o32ai           13             0.036
o41ai            5             0.014
or3              8             0.016
or4              8             0.019
xnor2           11             0.031
xor2             5             0.014
## sequential cells by signal (all words and copies together), names as in the netlist
register and count:
writePtr 8, FIFOMEM.mem 8192, fifoOccupancy 8, FIFOMEM.q 32
readPtr 8
## how the worst max path moves through the flow
| stage | startpoint | endpoint | depth (start not counted) |
|---|---|---|---|
| CTS | fifoOccupancy[0] | full | 3 |
| global route | fifoOccupancy[0] | full | 3 |
| finish | fifoOccupancy[0] | full | 3 |
## cells in the final DEF, fill, tap and decap left out, types with 39 or more instances in the layout
cell type | synthesis | layout
edfxtp_1 | 8224 | 8224
mux4_2 | 1815 | 1815
buf_4 | 110 | 977
clkbuf_16 | 0 | 792
mux2i_1 | 648 | 648
a22oi_1 | 391 | 391
a21oi_1 | 289 | 289
nor2_4 | 0 | 265
clkinv_1 | 1 | 197
a221oi_1 | 191 | 185
nand2_1 | 182 | 168
clkbuf_1 | 306 | 143
clkinv_2 | 0 | 136
o22ai_1 | 116 | 116
o21ai_0 | 97 | 94
a22o_1 | 91 | 91
a211oi_1 | 92 | 85
diode_2 | 0 | 78
bufinv_16 | 0 | 74
nor2_1 | 340 | 67
o221ai_1 | 60 | 60
nand3_1 | 69 | 48
o21ai_1 | 38 | 40
o211ai_1 | 39 | 39
Power is estimated from default activity; no workload was simulated.
